$ cat flow/design.v
module M216A_Core (
    input wire [3:0] in_i,
    input wire [15:0] in_f,
    input wire clk,
    input wire rst_n,
    output wire [3:0] out
    );
parameter acc_w = 16;
parameter diff_w = 4;
reg [acc_w-1:0] acc_store_1, acc_store_2, acc_store_3; 
wire [acc_w:0] full_add_1, full_add_2, full_add_3;
wire [acc_w-1:0] e1, e2, e3;
wire c1, c2, c3;
assign full_add_1 = acc_store_1 + in_f;
assign c1 = full_add_1[acc_w];
assign e1 = full_add_1[acc_w-1:0];
assign full_add_2 = acc_store_2 + e1;
assign c2 = full_add_2[acc_w];
assign e2 = full_add_2[acc_w-1:0];
assign full_add_3 = acc_store_3 + e2;
assign c3 = full_add_3[acc_w];
assign e3 = full_add_3[acc_w-1:0];
wire signed [diff_w-3:0] c3_s = {{(diff_w-3){1'b0}}, c3};
reg signed [diff_w-3:0] c3_z1;
wire signed [diff_w-3:0] d1;
wire signed [diff_w-2:0] c2_s = {{(diff_w-2){1'b0}}, c2};
reg signed [diff_w-2:0] c2_z1;
wire signed [diff_w-2:0] y;
reg signed [diff_w-2:0] y_z1;       
wire signed [diff_w-2:0] d2;
wire signed [diff_w-1:0] c1_s = {{(diff_w-1){1'b0}}, c1};
reg signed [diff_w-1:0] c1_z1;
reg signed [diff_w-1:0] c1_z2;
wire signed [diff_w-1:0] out_f;
wire signed [diff_w-1:0] in_i_s = $signed(in_i);         
reg signed [diff_w-1:0] in_i_z1;
reg signed [diff_w-1:0] in_i_z2;
wire signed [diff_w-1:0] out_next;
assign d1 = c3_s - c3_z1;      
assign y = c2_z1 + {{1{d1[1]}}, d1};       
assign d2 = y - y_z1;          
assign out_f = c1_z2 + {{1{d2[2]}}, d2};       
assign out_next = in_i_z2 + out_f;       
assign out = out_next;
always @(posedge clk or negedge rst_n) begin
    if (!rst_n) begin
        acc_store_1 <= 0;
        acc_store_2 <= 0;
        acc_store_3 <= 0;
        c1_z1 <= 0;
        c1_z2 <= 0;
        c2_z1 <= 0;
        c3_z1 <= 0;
        in_i_z1 <= 0;
        in_i_z2 <= 0;
        y_z1 <= 0;
    end else begin
        acc_store_1 <= full_add_1[acc_w-1:0];
        acc_store_2 <= full_add_2[acc_w-1:0];
        acc_store_3 <= full_add_3[acc_w-1:0];
        c1_z1 <= c1_s;
        c1_z2 <= c1_z1;
        c2_z1 <= c2_s;
        c3_z1 <= c3_s;
        in_i_z1 <= in_i_s;
        in_i_z2 <= in_i_z1;
        y_z1 <= y;
    end
end
endmodule
module M216A_TopModule ( 
    in_i,
    in_f,
    clk,
    rst_n,
    out
    );
input   [3:0]   in_i;
input   [15:0]  in_f;
input           clk;
input           rst_n;
output  [3:0]  out;
wire [3:0]   core_out;
M216A_Core core_inst (
    .in_i (in_i),
    .in_f (in_f),
    .clk (clk),
    .rst_n (rst_n),
    .out (core_out)
);
assign out = core_out;
endmodule
$ cat flow/run.sh
#!/bin/bash
# OpenROAD 26Q1-2900-gdf79404cd8, Yosys 0.63+post, stock flow scripts
make -C /OpenROAD-flow-scripts/flow DESIGN_CONFIG=/design/flow/config.mk WORK_HOME=/design/flow/orfs finish
$ cat flow/config.mk
export PLATFORM = sky130hd
export DESIGN_NAME = M216A_TopModule
export DESIGN_NICKNAME = M216A_TopModule
export VERILOG_FILES = /design/flow/design.v
export SDC_FILE = /design/flow/constraint.sdc
export NUM_CORES = 4
export LEC_CHECK = 1
export CORE_UTILIZATION = 50
$ cat flow/constraint.sdc
current_design M216A_TopModule

set clk_period 27.1
set clk_io_pct 0.2

create_clock -name clk0 -period $clk_period [get_ports {clk}]

set non_clock_inputs [all_inputs -no_clocks]
set_input_delay [expr $clk_period * $clk_io_pct] -clock clk0 $non_clock_inputs
set_output_delay [expr $clk_period * $clk_io_pct] -clock clk0 [all_outputs]
==> summary.txt <==
Summary of implementation figures.

Critical path
The number of cell instances on the worst register-to-register path is 26. The data arrival time of the critical path is 12890 ps. The biggest fanout along the worst timing path is 6. The stage delay of the slowest cell on the critical path is 470 ps.

The destination of the critical timing path is out[3]. The critical path crosses 34 cells after its start point. The script reports the combined buffer and inverter count of the critical path as 4.

The startpoint of the most critical setup path is in_f[0]. For flop-to-flop paths, the worst setup slack is 21570 ps. The timing report shows the most common cell along the critical path to be ha_1.

The capture point of the worst register-to-register path is recorded as core_inst.y_z1[1]. At the worst endpoint, the required time is 21680 ps. Among all stages on the critical path, the largest delay is contributed by clkdlybuf4s50_1.

The top cell family by delay on the critical path is adder cells. The worst setup path is launched from an input pin. By startpoint and endpoint, the worst setup path is classified as input pin to output pin.

The startpoint of the lowest-slack register-to-register path is core_inst.acc_store_1[0]. The type of element capturing the critical path is an output pin.

Place
At the placement stage, the worst setup path has a slack of 8780 ps. In this run the tool buffered the top-level ports with 25 buffer cells. The routability congestion estimate from global placement is 0.8125. The placed wire-length estimate is 5.133 mm.

Flow run
Per the run summary, max-cap violations total 0. The tool warning count is 29.

Status
The flow ran to the end, and the final reports show no timing, DRC or antenna violations.

Global routing
Entering global routing, the biggest net connects 35 pins. The overall routing resource usage is 18.35%. Per the GRT congestion report, total overflow comes to 0.

The first global-routing pass estimated 11.62 mm of wire. The via count of the first global-routing pass was 2542. The number of antenna violations at the first check in global routing is 0.

Synth
For reference, the top cells by count after synthesis are dfrtp_1 (63), ha_1 (57), a21oi_1 (32), xnor2_1 (25), a21o_1 (22). The count of yosys warnings during synthesis is 1. Counting flops with a built-in enable in the synthesized netlist gives 0.

Sorting the Yosys area breakdown by cell type puts at the top dfrtp_1. The post-synthesis cell type with the largest instance count is dfrtp_1. The chip area estimate from yosys synthesis is 3885 um2.

In the synthesized netlist the async set-or-reset flop fraction comes to 100.0%. The number of cells produced by synthesis is 352. The yosys cell count is 352.

The average cell area after synthesis is 11.04 um2. The netlist uses 44 different library cells. After synthesis, the largest area contributor takes up 40.58% of total cell area.

Yosys attributes the largest share of cell area to dfrtp_1 (41%), ha_1 (18%), xnor2_1 (5.6%). The register bit count reported by yosys is 63. The area of the mapped netlist is 3885 um2.

The commonest register cell after synthesis is dfrtp_1. Sequential cells were found to cover 40.58% of the synthesized design area.

Floorplanning
After floorplanning, the core was divided into 31 placement rows. The floorplan step defined a die boundary enclosing 8126 um2. Per the OpenROAD floorplan log, the area of the core is 7370 um2. The height of the die is 90.15 um. According to the I/O placement log, the pin count is 26.

From left edge to right edge, the die measures 90.15 um. The starting density of the core is 52.72%.

Clock tree
The setup fix buffers added after clock tree synthesis is 0. The H-tree depth is 3. The number of cells upsized or downsized after cts is 0.

As reported, the later end of the worst-skew pair has a clock insertion delay of 340 ps. According to the CTS report, the clock sink count is 63. The cell sitting at the root of the clock tree is a clkbuf_8. After clock tree synthesis, the clock-pin slew on the worst setup and hold paths is 60 ps. After clock tree synthesis, the flow added hold-fix buffers numbering 0. TritonCTS created 9 clock buffers. The clock passes through at most 2 buffers. TritonCTS built the clock tree.

Drt
The average wire length per cell after detail routing is 13.60 um. The post-route antenna net violation count is 0. The repair_antennas step left the layout with diodes totalling 0. The post-detailed-routing wire length is 6.678 mm.

The script parses the final routing iteration and logs DRC violations as 0. For this run, the detailed router reports a per-instance via density of 5.257. The routed via count is 2581.

The number of design-rule violations left by the first detailed-router iteration is 26. Before antenna repair, the detailed router went through 4 iterations.

Final timing
Based on the critical path, the design can be clocked at up to 54.62 MHz. The total count of hold-check failures in the final report is 0. The measured slew at the worst slew-check pin is 679.1 ps. The end-of-flow timing check tallies setup violations at 0. The count of final max-slew check failures is 0. The max-slew headroom at the worst pin is 54.72%. The clock period minus worst slack is 18310 ps. The worst clock skew on the final layout is 5.803 ps.

The final cycle utilization of the critical path is 67.56%. The total negative slack is 0 ps. Setup repair after global routing left no endpoint under its margin.

The worst path meets setup with 8792 ps of slack.

Worst hold path
Hold analysis shows the worst path with a depth of 0. The type recorded for the worst min-delay path is flip-flop to flip-flop.

Cells and area
The share of post-route cells with drive strength above 1 is 5.612%. The fill cell instance count of the final layout is 612. The synthesis-to-layout area growth is 13.66%.
==> through the flow <==
step	util [%]	hold slack, ps	cell area, um2	instances
after detailed placement	57.78	341.8	4258	476
after CTS	59.92	352.9	4415	491
after floorplan	-	331.2	3885	352
after global placement	57.78	334.6	4258	476
final	59.92	350.5	4415	491
after global routing	59.92	359.4	4415	491
==> logic make-up (layout without fill, tap and decap cells) <==
kind of cell,after synthesis,after routing,share of synthesized area [%]
AND-OR/OR-AND,104,104,18.16
adder cells (fa/ha/maj),63,63,21.45
flip-flops,63,63,40.58
AND/OR/NAND/NOR,59,59,8.019
XOR/XNOR,43,43,9.694
buffers and inverters,19,59,1.836
multiplexers,1,1,0.2577
==> worst min-delay path by stage <==
stage / end / slack, ps / from
6_report: core_inst.in_i_z2[2] / 350 / core_inst.in_i_z1[2]
5_1_grt: core_inst.in_i_z2[2] / 360 / core_inst.in_i_z1[2]
4_1_cts: core_inst.in_i_z2[2] / 350 / core_inst.in_i_z1[2]
==> cell type report <==
type / count / area [um2] / area share (%)
well taps: 99 / 123.9 / 2.805
clock buffers: 14 / 152.6 / 3.457
repair buffers: 26 / 252.7 / 5.724
inverters: 18 / 67.56 / 1.530
multi-input cells: 270 / 2237 / 50.67
flip-flops and latches: 63 / 1577 / 35.70
clock inverters: 1 / 5.005 / 0.1133
==> state kept, by name, indices dropped and copies added, names as in the netlist <==
register	flops
core_inst.in_i_z2	4
core_inst.c1_z1	1
core_inst.acc_store_3	16
core_inst.in_i_z1	4
core_inst.c1_z2	1
core_inst.c2_z1	1
core_inst.acc_store_2	16
core_inst.c3_z1	1
core_inst.y_z1	3
core_inst.acc_store_1	16
==> worst reg2reg max path, cell delays in order, from the launching register on <==
cell      delay [ps]
dfrtp_1          360
ha_1             220
fa_1             410
a21o_1           180
a21oi_2          160
nor2b_1           80
o31ai_2          290
a21boi_0         280
ha_1             330
o21a_1           130
nor2_1            80
a21oi_1           90
a21o_1           200
a21oi_1          180
xnor2_1          170
ha_1             340
and3_1           210
a31oi_1          150
and3_1           240
o221ai_1         200
o22ai_1          260
ha_1             290
inv_1             60
ha_1             130
inv_1             40
ha_1             310
inv_1             50
==> layer usage <==
metal | track usage (%) | part of all wire, %
met3 | 4.381 | 4.1
met5 | 0 | 0
met1 | 30.59 | 54
met2 | 26.15 | 41
met4 | 2.419 | 1.4
==> layout by cell type, fill, tap and decap left out, types with 5 or more instances in the layout <==
| cell | count |
|---|---|
| nor2b_1 | 8 |
| nand4_1 | 7 |
| o21ai_0 | 12 |
| nand3_1 | 6 |
| xor2_1 | 18 |
| o21a_1 | 7 |
| fa_1 | 6 |
| inv_1 | 18 |
| a21o_1 | 22 |
| a21oi_1 | 32 |
| dfrtp_1 | 63 |
| nand2_1 | 13 |
| clkbuf_8 | 10 |
| ha_1 | 57 |
| clkdlybuf4s50_1 | 24 |
| xnor2_1 | 25 |
| nor2_1 | 6 |
| o21bai_1 | 5 |
